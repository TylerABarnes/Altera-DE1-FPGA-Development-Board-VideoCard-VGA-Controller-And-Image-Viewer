===== design/flow/config.mk =====
export PLATFORM = sky130hd
export DESIGN_NAME = VerilogVGAController
export DESIGN_NICKNAME = VerilogVGAController
export VERILOG_FILES = /design/flow/design.v
export SDC_FILE = /design/flow/constraint.sdc
export NUM_CORES = 4
export LEC_CHECK = 1
export CORE_UTILIZATION = 30

===== design/flow/constraint.sdc =====
current_design VerilogVGAController

set clk_period 4.1
set clk_io_pct 0.2

create_clock -name clk0 -period $clk_period [get_ports {CLOCK_50}]

set non_clock_inputs [all_inputs -no_clocks]
set_input_delay [expr $clk_period * $clk_io_pct] -clock clk0 $non_clock_inputs
set_output_delay [expr $clk_period * $clk_io_pct] -clock clk0 [all_outputs]

===== design/flow/design.v =====
module VerilogVGAController (
    input wire CLOCK_50,
    input wire reset,
    output reg Hsync,
    output reg Vsync,
    output reg [3:0] VGA_R,
    output reg [3:0] VGA_G,
    output reg [3:0] VGA_B,
    output reg VGA_HS,
    output reg VGA_VS,
    output reg [21:0] FL_ADDR,    
    inout wire [7:0] FL_DQ,       
    output reg FL_OE_N,           
    output reg FL_RST_N,          
    output reg FL_WE_N            
);
localparam HOR_RES   = 640;   
localparam VER_RES   = 480;   
localparam HOR_FRONT = 16;    
localparam HOR_SYNC  = 96;    
localparam HOR_BACK  = 38;    
localparam VER_FRONT = 10;    
localparam VER_SYNC  = 2;     
localparam VER_BACK  = 33;    
localparam PIXEL_CLK = 25;    
reg [9:0] h_counter = 0;  
reg [9:0] v_counter = 0;  
reg pixel_valid;
reg [7:0] flash_data;
reg [21:0] byte_addr;   
reg [3:0] flash_state = 0;
initial begin
    Hsync = 1'b0;
    Vsync = 1'b0;
    VGA_R = 4'b0000;
    VGA_G = 4'b0000;
    VGA_B = 4'b0000;
    VGA_HS = 1'b0;
    VGA_VS = 1'b0;
    FL_RST_N = 1'b1;   
    FL_WE_N = 1'b1;    
end
always @(posedge CLOCK_50 or posedge reset) begin
    if (reset) begin
        h_counter <= 0;
    end else begin
        if (h_counter == HOR_RES + HOR_FRONT + HOR_SYNC + HOR_BACK - 1) begin
            h_counter <= 0;
        end else begin
            h_counter <= h_counter + 1;
        end
    end
end
always @(posedge CLOCK_50 or posedge reset) begin
    if (reset) begin
        v_counter <= 0;
    end else if (h_counter == HOR_RES + HOR_FRONT + HOR_SYNC + HOR_BACK - 1) begin
        if (v_counter == VER_RES + VER_FRONT + VER_SYNC + VER_BACK - 1) begin
            v_counter <= 0;
        end else begin
            v_counter <= v_counter + 1;
        end
    end
end
always @(*) begin
    VGA_HS = (h_counter < HOR_RES + HOR_FRONT) || (h_counter >= HOR_RES + HOR_FRONT + HOR_SYNC) ? 1 : 0;
    VGA_VS = (v_counter < VER_RES + VER_FRONT) || (v_counter >= VER_RES + VER_FRONT + VER_SYNC) ? 1 : 0;
end
always @(*) begin
    pixel_valid = (h_counter < HOR_RES) && (v_counter < VER_RES) ? 1 : 0;
end
always @(posedge CLOCK_50 or posedge reset) begin
    if (reset) begin
        FL_OE_N <= 1'b1;
        flash_state <= 0;
    end else begin
        case (flash_state)
            0: begin
                if (pixel_valid) begin
                    byte_addr = (v_counter * HOR_RES) + h_counter;
                    FL_ADDR <= byte_addr;
                    FL_OE_N <= 1'b0;
                    flash_state <= 1;
                end
            end
            1: begin
                flash_state <= 2;
            end
            2: begin
                flash_data <= FL_DQ;
                FL_OE_N <= 1'b1;
                flash_state <= 3;
            end
            3: begin
                flash_state <= 0;
            end
        endcase
    end
end
always @(posedge CLOCK_50) begin
    if (pixel_valid) begin
        VGA_R <= {flash_data[7:5], 1'b0};   
        VGA_G <= {flash_data[4:2], 1'b0};   
        VGA_B <= {flash_data[1:0], 2'b00};  
    end else begin
        VGA_R <= 4'b0000;
        VGA_G <= 4'b0000;
        VGA_B <= 4'b0000;
    end
end
endmodule

===== design/flow/run.sh =====
#!/bin/bash
# OpenROAD 26Q1-2900-gdf79404cd8, Yosys 0.63+post, stock flow scripts
make -C /OpenROAD-flow-scripts/flow DESIGN_CONFIG=/design/flow/config.mk WORK_HOME=/design/flow/orfs finish

==> run summary <==
yosys + openroad results -> Cell Type Count around 50, Post-synth seq share 50.0%, Post-Place Cells 454, Die X 106 µm, flip-flops with a built-in enable 29, worst-case clock buffer depth 2, Stopped at global routing (5_1_grt), Syn. warnings 1, Dominant flop cell edfxtp_1, TritonCTS Sinks 60, Post-synth ARST share 38.3%, Synth Area per Inst 11.3 µm², Err [ERROR RSZ-0074] Failed to build tree from global routes for pin 'FL_DQ[7]' and net 'FL_DQ[7]' at grid (100050, 31050): found route to 2 pins, expected 1, cell count in the Yosys report 286, Rows 37, ys flops roughly 60, post-CTS sizing 0, # IOs 51, worst slack at placement 1.27 ns, Die H 106 µm, # H-tree levels 3, FP Util 31.0%, Port Buf Inserts 33, outcome did not finish, Mapped Area 3220 µm², largest net degree at the start of global routing 25, Gate Count Post-Synth 286, number of unconstrained endpoints 8, cts-stage hold buffer count 0, clk root buf clkbuf_8, GP Congestion 0.820, yosys stat area between 3000 and 4000 µm², postcts setup bufs 0, DP HPWL 3940 µm, TritonCTS Buffers 9
==> kinds of logic after synthesis <==
| kind of cell | count (synthesis) | share of synthesized area, % |
|---|---|---|
| AND/OR/NAND/NOR | 96 | 17.0 |
| flip-flops | 60 | 50.0 |
| AND-OR/OR-AND | 43 | 8.63 |
| adder cells (fa/ha/maj) | 30 | 12.1 |
| buffers and inverters | 27 | 4.24 |
| XOR/XNOR | 25 | 6.80 |
| multiplexers | 3 | 0.972 |
| other | 2 | 0.233 |
==> per-stage QoR <==
stage | instance area [µm²] | hold slack, ns
3_3_place_gp | 3690 | 0.427
3_5_place_dp | 3690 | 0.431
4_1_cts | 3890 | 0.446
2_1_floorplan | 3250 | 0.420
==> cell usage after synthesis, types with 3 or more instances <==
master	number	area, µm²
inv_1	15	56.3
nand2b_1	6	37.5
dfxtp_1	8	160
o21ai_0	10	50.1
nand3_1	9	45.0
a21o_1	4	30.0
nand4_1	6	37.5
xor2_1	12	105
a21oi_1	12	60.1
nor2_1	16	60.1
and3_1	3	18.8
o2111ai_1	3	26.3
and2_1	8	50.1
ha_1	28	350
nand2_1	22	82.6
dfrtp_1	22	551
edfxtp_1	29	871
or3_1	3	18.8
buf_4	9	67.6
nor2b_1	4	25.0
nor3_1	6	30.0
xnor2_1	13	114
